[config.mk]
export PLATFORM = sky130hd
export DESIGN_NAME = instBuffer
export DESIGN_NICKNAME = instBuffer
export VERILOG_FILES = /design/flow/design.v
export SDC_FILE = /design/flow/constraint.sdc
export NUM_CORES = 4
export LEC_CHECK = 1
export CORE_AREA = 10 10 95 95
export DIE_AREA = 0 0 105 105
[constraint.sdc]
current_design instBuffer

set clk_period 1.0
set clk_io_pct 0.2

create_clock -name clk0 -period $clk_period [get_ports {clk}]

set non_clock_inputs [all_inputs -no_clocks]
set_input_delay [expr $clk_period * $clk_io_pct] -clock clk0 $non_clock_inputs
set_output_delay [expr $clk_period * $clk_io_pct] -clock clk0 [all_outputs]
[design.v]
`timescale 1ns / 1ps
module instBuffer(
    input  wire [31:0] i_data,
    input  wire        clk,
    input  wire        IRWrite,
    output reg  [31:0] o_data);
    always @(posedge clk) begin
    if (IRWrite)
        o_data <= i_data;
    else
        o_data <= o_data;
    end
endmodule
[run.sh]
#!/bin/bash
# OpenROAD 26Q1-2900-gdf79404cd8, Yosys 0.63+post, stock flow scripts
make -C /OpenROAD-flow-scripts/flow DESIGN_CONFIG=/design/flow/config.mk WORK_HOME=/design/flow/orfs finish
==> impl_metrics.json <==
{
  "worst-endpoint-arrival_ps": 790,
  "num_rows": 30,
  "slowest_stage": "edfxtp_1",
  "grt_max_degree": 20,
  "yosysTopAreaCellShare_pct": 100,
  "drtIter0Drc": 23,
  "use_met2_pct": 7.96,
  "p_leak_uw": 0.000632,
  "logic_gate_count": 0,
  "cts_tree": "built",
  "hold_violations": 0,
  "cp-end-kind": "output port",
  "floorplanUtilization_pct": 13.9,
  "startpoint_type": "flop",
  "min_period_over_period_pct": 98.8,
  "top_register": "o_data",
  "min_period_ps": 988,
  "dp.cells": 195,
  "crit_family": "flip-flops",
  "wl_per_cell_um": 13.6,
  "fin_tns_setup_ps": 0,
  "tightest_slew_ps": 112,
  "area_delta_synth_final_pct": 75.8,
  "fillerInstances": 744,
  "root_buffer": "clkbuf_8",
  "drc": 0,
  "antenna_cells": 0,
  "layoutNonFillerInstCount": 203,
  "grt_first_pass_wirelength_um": 4040,
  "die_width_um": 105,
  "status": "complete, no violations",
  "cp.required_ps": 800,
  "drive_above_1_share_pct": 39.3,
  "routed_wl_um": 2760,
  "syn-mean-instance-area_um2": 30.0,
  "topCellsByArea": "edfxtp_1",
  "maxCapViolCount": 0,
  "final_common_cell": "buf_2",
  "h-tree-depth": 2,
  "drt.antenna.violating_nets": 0,
  "die_height_um": 105,
  "ys.warnings.count": 1,
  "place_congestion": 0.690,
  "top_usage_layer": "met2",
  "dr.pass1.iters": 2,
  "grt_pass1_vias": 621,
  "top_regs": "o_data: 32 flops",
  "io_pins": 66,
  "setup_viol": 0,
  "cts_hold_buf": 0,
  "final_cell_mix": "buf_2, clkdlybuf4s50_1, edfxtp_1",
  "ys_area_um2": 961,
  "critPathKind": "flop to output port",
  "clkTransAtPathRegs_ps": 70,
  "cts_buffers": 5,
  "warnings": 27,
  "hp-class": "primary input to flop",
  "yosys_cells": 32,
  "rsz0062_at_grt": "yes",
  "relSlewSlack_pct": 92.5,
  "combGateArea_um2": 0,
  "largest_area_cell": "edfxtp_1",
  "cts_buffer_depth": 2,
  "crit_buf_inv": 1,
  "p_clk_share_pct": 33.6,
  "p_int_uw": 2250,
  "syn_area_um2": 961,
  "crit_fanout": 1,
  "max_freq_mhz": 1010,
  "post-cts-setup-buffers": 0,
  "cellPowerDensity_nw_per_um2": 1660,
  "routed_via_density": 2.86,
  "grt_overflow": 0,
  "max_stage_delay_ps": 380,
  "p_comb_share_pct": 8.9,
  "numClockSinks": 32,
  "core_um2": 6910,
  "antenna_found_initial": 0,
  "synthDistinctLibCells": 1,
  "met1_usage_pct": 5.54,
  "power_frac_seq_pct": 57.5,
  "synth-seq-cells": 32,
  "p_sw_uw": 554,
  "grt_util_met3_pct": 2.86,
  "ys_seq_share_pct": 100,
  "portBuffers": 65,
  "p_sw_share_pct": 19.8,
  "ir_worst_vdd_mv": 0.470,
  "whs_ps": 342,
  "grt_use_total_pct": 4.89,
  "num_vias": 580,
  "largest_reg_flops": 32,
  "chipArea_um2": 11000,
  "critical_path.cell_chain": "buf_2",
  "synthCells": 32,
  "slew_viol_final": 0
}
## cell families (layout without fill, tap and decap cells)
group                  after synthesis  after routing  share of synthesized area, %
flip-flops                          32             32                           100
buffers and inverters                0             75                             0
## power groups by stage
stage	Sequential [µW]	Combinational, µW	Clock (µW)
final	1610	250	942
after global routing	1620	278	1060
after CTS	1610	262	1000
## synthesized netlist by cell type
| cell type | n |
|---|---|
| edfxtp_1 | 32 |
## layer usage
layer,wire (µm),vias up
li1,-,276
met1,1090,260
met2,1310,41
met3,327,3
met4,30,0
met5,0,-
## cell type report
cell class	count	area [µm²]	share of cell area (%)
clock buffers	5	68.8	4.07
clock inverters	3	13.8	0.815
repair buffers	67	526	31.1
flip-flops and latches	32	961	56.9
well taps	96	120	7.11
## final timing paths
check          to  startpoint  cells past startpoint
min     o_data[0]     IRWrite                      2
max    o_data[26]  o_data[26]                      1
## through the flow
step | util [%] | setup WS, ps | power, µW | instance area, µm²
6_report | 24.5 | 12.5 | 2800 | 1690
5_1_grt | 24.5 | -41.1 | 2960 | 1690
4_1_cts | 24.5 | -24.1 | 2880 | 1690
3_5_place_dp | 25.6 | -29.0 | 2000 | 1770
3_3_place_gp | 25.6 | -27.7 | 2000 | 1770
2_1_floorplan | - | 501 | 1620 | 961
## timing repair
item / in CTS / in global routing
resized: 99 / 0
endpoints found under the setup margin: 32 / 14
pin swaps: 0 / 0
hold endpoints to repair: 0 / 0
Power figures rest on the tool's default switching activity, not on a simulated workload.
